<file path="flow/run.sh">
#!/bin/bash
# OpenROAD 26Q1-2900-gdf79404cd8, Yosys 0.63+post, stock flow scripts
make -C /OpenROAD-flow-scripts/flow DESIGN_CONFIG=/design/flow/config.mk WORK_HOME=/design/flow/orfs finish
</file>
<file path="flow/config.mk">
export PLATFORM = sky130hd
export DESIGN_NAME = input_setup
export DESIGN_NICKNAME = input_setup
export VERILOG_FILES = /design/flow/design.v
export SDC_FILE = /design/flow/constraint.sdc
export NUM_CORES = 4
export LEC_CHECK = 1
export CORE_AREA = 10 10 444 444
export DIE_AREA = 0 0 454 454
</file>
<file path="flow/constraint.sdc">
current_design input_setup

set clk_period 10.6
set clk_io_pct 0.2

create_clock -name clk0 -period $clk_period [get_ports {clk}]

set non_clock_inputs [all_inputs -no_clocks]
set_input_delay [expr $clk_period * $clk_io_pct] -clock clk0 $non_clock_inputs
set_output_delay [expr $clk_period * $clk_io_pct] -clock clk0 [all_outputs]
</file>
<file path="flow/design.v">
`timescale 1ns/1ns
module input_setup(
    input wire clk,
    input wire reset,
    input wire valid,
    input wire [15:0] a00, a01, a02, a03, a04, a05, a06, a07,
    input wire [15:0] a10, a11, a12, a13, a14, a15, a16, a17,
    input wire [15:0] a20, a21, a22, a23, a24, a25, a26, a27,
    input wire [15:0] a30, a31, a32, a33, a34, a35, a36, a37,
    input wire [15:0] a40, a41, a42, a43, a44, a45, a46, a47,
    input wire [15:0] a50, a51, a52, a53, a54, a55, a56, a57,
    input wire [15:0] a60, a61, a62, a63, a64, a65, a66, a67,
    input wire [15:0] a70, a71, a72, a73, a74, a75, a76, a77,
    output reg [15:0] a_in_0,
    output reg [15:0] a_in_1,
    output reg [15:0] a_in_2,
    output reg [15:0] a_in_3,
    output reg [15:0] a_in_4,
    output reg [15:0] a_in_5,
    output reg [15:0] a_in_6,
    output reg [15:0] a_in_7
);
    reg [2:0] counter;            
    reg [5:0] clock_counter;      
    always @(posedge clk or posedge reset) begin
        if (reset) begin
            counter <= 5'd0;
            clock_counter <= 4'd0;
            a_in_0 <= 16'd0;
            a_in_1 <= 16'd0;
            a_in_2 <= 16'd0;
            a_in_3 <= 16'd0;
            a_in_4 <= 16'd0;
            a_in_5 <= 16'd0;
            a_in_6 <= 16'd0;
            a_in_7 <= 16'd0;
        end else if (valid) begin
            if (clock_counter < 5'd15) begin
                clock_counter <= clock_counter + 1;
            end else begin
                clock_counter <= 4'd0;
                if (counter < 3'd7) begin
                    counter <= counter + 1;
                end else begin
                    counter <= counter;  
                end
            end
            case (counter)
                3'd0: begin
                    a_in_0 <= a00;
                    a_in_1 <= a01;
                    a_in_2 <= a02;
                    a_in_3 <= a03;
                    a_in_4 <= a04;
                    a_in_5 <= a05;
                    a_in_6 <= a06;
                    a_in_7 <= a07;
                end
                3'd1: begin
                    a_in_0 <= a10;
                    a_in_1 <= a11;
                    a_in_2 <= a12;
                    a_in_3 <= a13;
                    a_in_4 <= a14;
                    a_in_5 <= a15;
                    a_in_6 <= a16;
                    a_in_7 <= a17;
                end
                3'd2: begin
                    a_in_0 <= a20;
                    a_in_1 <= a21;
                    a_in_2 <= a22;
                    a_in_3 <= a23;
                    a_in_4 <= a24;
                    a_in_5 <= a25;
                    a_in_6 <= a26;
                    a_in_7 <= a27;
                end
                3'd3: begin
                    a_in_0 <= a30;
                    a_in_1 <= a31;
                    a_in_2 <= a32;
                    a_in_3 <= a33;
                    a_in_4 <= a34;
                    a_in_5 <= a35;
                    a_in_6 <= a36;
                    a_in_7 <= a37;
                end
                3'd4: begin
                    a_in_0 <= a40;
                    a_in_1 <= a41;
                    a_in_2 <= a42;
                    a_in_3 <= a43;
                    a_in_4 <= a44;
                    a_in_5 <= a45;
                    a_in_6 <= a46;
                    a_in_7 <= a47;
                end
                3'd5: begin
                    a_in_0 <= a50;
                    a_in_1 <= a51;
                    a_in_2 <= a52;
                    a_in_3 <= a53;
                    a_in_4 <= a54;
                    a_in_5 <= a55;
                    a_in_6 <= a56;
                    a_in_7 <= a57;
                end
                3'd6: begin
                    a_in_0 <= a60;
                    a_in_1 <= a61;
                    a_in_2 <= a62;
                    a_in_3 <= a63;
                    a_in_4 <= a64;
                    a_in_5 <= a65;
                    a_in_6 <= a66;
                    a_in_7 <= a67;
                end
                3'd7: begin
                    a_in_0 <= a70;
                    a_in_1 <= a71;
                    a_in_2 <= a72;
                    a_in_3 <= a73;
                    a_in_4 <= a74;
                    a_in_5 <= a75;
                    a_in_6 <= a76;
                    a_in_7 <= a77;
                end
                default: begin
                    a_in_0 <= 16'd0;
                    a_in_1 <= 16'd0;
                    a_in_2 <= 16'd0;
                    a_in_3 <= 16'd0;
                    a_in_4 <= 16'd0;
                    a_in_5 <= 16'd0;
                    a_in_6 <= 16'd0;
                    a_in_7 <= 16'd0;
                end
            endcase
        end else begin
            counter <= 3'd0;
            clock_counter <= 4'd0;
            a_in_0 <= 16'd0;
            a_in_1 <= 16'd0;
            a_in_2 <= 16'd0;
            a_in_3 <= 16'd0;
            a_in_4 <= 16'd0;
            a_in_5 <= 16'd0;
            a_in_6 <= 16'd0;
            a_in_7 <= 16'd0;
        end
    end
endmodule
</file>
==> out/metrics.cfg <==
[clocking]
cts_buffer_depth=2
root_buffer=clkbuf_16
clkTransAtPathRegs_ns=0.09
clkSinkCount=137
postCtsHoldBufs=0
cts-htree-levels=4
ctsResizeCount=0
cts_buffers=17
cts_setup_buffers=0
cts_tree=built
insertion_delay_ns=0.54

[synthesis]
ys_chip_area_sq_um=11800
syn-cell-area_sq_um=11800
synthTopCellsByArea=dfrtp_1 (29%), mux2_2 (24%), a221oi_1 (9.4%)
synthDistinctLibCells=33
yosysWarningCount=1
yosysTopAreaCell=dfrtp_1
ys_seq_share_pct=29.1
synth_stat.cells=1229
synth_cells=1229
avgSynthCellArea_sq_um=9.59
top_cell_area_share_pct=29.1
ys_ff=137

[sta]
fin_ws_ns=5.89
setup_viol=0
relSlewSlack_pct=46.1
rsz0062_at_grt=false
skew_ns=0.0178
finalCritPeriodShare_pct=44.5
slew_viol_final=0
tns_ns=0
hold_slack_ns=0.473
post-route-min-period_ns=4.71
timing.fmax_ghz=0.212
hold_viol=0
worst_slew_pin_slew_ns=0.808

[critical_path]
slowest_stage=buf_4
worstPathArrival_ns=5.09
critPathMostFrequentCell=buf_4
path_buffers=4
cp.required_ns=10.97
path_cells=buf_4 > ha_4 > or4_4 > or2_4 > buf_4 > buf_4 > buf_4 > a31oi_1
cpPeakStageDelay_ns=0.64
start_kind=register
critPathCaptureType=register
cp_top_family=buffers and inverters
r2r_setup_slack_ns=5.89
critPathKind=register to register
path_max_fanout=51

[global_routing]
gr-usage-all-layers_pct=20.4
grt_overflow=0
grt_antenna_before_repair=361
grt_pass1_wl_mm=257
grt_start_max_net_pins=100
grt_pass1_vias=17700

[detailed_routing]
drtIter0Drc=1714
first_pass_iters=6
drt_wl_total_mm=218
wire_per_inst_um=44.2
num_vias=18700
wirelength_met1_mm=74.7
drc_errors=0
route.met2.wl_mm=98.7
maxUsedRoutingLayer=met5
vias_per_cell=3.78
wl_met3_mm=30.0
ant_nets=0

[pwr]
clkPwrFrac_pct=23.7
p_per_area_nw_per_um2=110
power.share.switching_pct=41.4
combPwrFrac_pct=53.1
p_switching_mw=1.24
cellInternalPower_mw=1.75
ir_drop_uv=137
seqPwrFrac_pct=23.2
p_leak_nw=9.03

[floorplan]
die-width_um=454
chip_area_sq_um=206000
initCoreUtil_pct=6.28
ios=1155
rows=159
die_y_um=454
coreArea_sq_um=188000

[layout]
lay_top_cells=clkdlybuf4s50_1 (1153), mux2_2 (256), dfrtp_1 (136), nand2_1 (131)
drive_gt1_share_pct=14.9
syn_to_final_growth_pct=130
mostFrequentLayoutCell=clkdlybuf4s50_1
finalCoreUtilization_pct=14.5

[place]
io_buffers=1154
place_hpwl_mm=195
pre_cts_ws_ns=5.90
place_congestion=1.04

[status]
status=finished, final reports clean

[job]
tool_warnings=29
maxCapViolations=0

[hold_path]
hold_path_class=register to register

[power groups by stage]
stage / logic (mW) / registers, mW / clock network (mW)
CTS: 1.61 / 0.694 / 0.736
global route: 1.66 / 0.707 / 0.744
finish: 1.59 / 0.695 / 0.710
[registers in the layout (all words and copies together) (netlist names)]
signal,flops
a_in_0,16
a_in_1,16
a_in_2,16
a_in_3,16
a_in_4,16
a_in_5,16
a_in_6,16
a_in_7,16
clock_counter,6
counter,3
[final timing paths]
kind | from | end | cells past startpoint
min | clock_counter[0] | clock_counter[0] | 1
max | counter[2] | a_in_2[11] | 8
min reg2reg | clock_counter[0] | clock_counter[0] | 1
max reg2reg | counter[2] | a_in_2[11] | 8
min in group asynchronous | reset | a_in_3[1] | 2
max in group asynchronous | reset | counter[2] | 4
[routing by layer]
layer | up-vias | track usage, %
li1 | 7312 | -
met1 | 9010 | 21.8
met2 | 1486 | 30.7
met3 | 617 | 12.5
met4 | 242 | 11.9
met5 | - | 0.746
[Yosys cell counts]
| library cell | n |
|---|---|
| nor3_1 | 2 |
| nor2_1 | 3 |
| a311o_1 | 1 |
| nand3b_1 | 1 |
| buf_1 | 9 |
| o211a_1 | 1 |
| buf_2 | 29 |
| or3b_2 | 1 |
| o31ai_1 | 128 |
| xnor2_1 | 1 |
| buf_4 | 1 |
| or2_1 | 1 |
| a21boi_0 | 1 |
| ha_1 | 7 |
| and3_1 | 2 |
| nand3_1 | 3 |
| inv_1 | 5 |
| nor3b_1 | 1 |
| mux2_2 | 256 |
| xor2_1 | 1 |
| nand2_1 | 131 |
| o21ai_0 | 1 |
| and2_1 | 1 |
| a22oi_1 | 2 |
| a221oi_1 | 127 |
| a22o_1 | 127 |
| conb_1 | 1 |
| a32o_1 | 1 |
| a31oi_1 | 128 |
| clkbuf_1 | 106 |
| or4_1 | 1 |
| buf_6 | 12 |
| dfrtp_1 | 137 |
[metrics by stage]
step	cell area, sq um	std cells	power (mW)
2_1_floorplan	11800	1230	1.17
3_3_place_gp	26200	4768	2.31
3_5_place_dp	26200	4768	2.30
4_1_cts	26800	4800	3.04
5_1_grt	27000	4881	3.11
6_report	27100	4937	2.99
[kinds of logic after synthesis]
logic type	count (synthesis)	share of synthesized area, %
compound gates	517	34.3
xor+xnor	2	0.149
fa+ha+maj	7	0.743
simple gates	147	4.96
flops	137	29.1
buf+inv	162	6.26
other cells	1	0.0318
mux	256	24.5
[layout make-up]
| cell class | count | area, sq um |
|---|---|---|
| timing repair buffer | 1200 | 11900 |
| sequential | 137 | 3430 |
| fill | 21000 | 160000 |
| tap | 2495 | 3120 |
| antenna | 137 | 343 |
| multi-input combinational | 931 | 7680 |
| clock buffer | 19 | 443 |
| inverter | 5 | 26.3 |
| clock inverter | 13 | 159 |
No activity file was given, so power comes from the tool's default toggle rates.
