==> design/flow/design.v <==
`timescale 1ns/1ns
module control_unit (
    input wire fetch_ins,
    input wire [15:0] ui_in,        
    input wire [5:0] dma_address,   
    input wire clk,
    input wire reset,
    input wire start,
    output reg [5:0] base_address,
    output reg load_input,
    output reg load_weight,
    output reg valid,
    output reg store,
    output reg ext
);
    reg [15:0] instruction_memory [0:63];  
    reg [5:0] pc;                          
    reg [15:0] current_instruction;        
    reg [2:0] opcode;                      
    reg [5:0] addr_field;                  
    localparam [2:0]
        OP_NOP        = 3'b000,
        OP_LOAD_ADDR  = 3'b001,
        OP_LOAD_WEIGHT= 3'b010,
        OP_LOAD_INPUT = 3'b011,
        OP_COMPUTE    = 3'b100,
        OP_STORE      = 3'b101,
        OP_EXT        = 3'b111;
    typedef enum logic [3:0] {
        IDLE,
        FETCH,
        DECODE,
        LOAD_ADDR,
        LOAD_INPUT,
        LOAD_WEIGHT,
        COMPUTE,
        STORE_RESULT,
        EXT_OP
    } state_t;
    state_t state;
    always @(posedge clk or posedge reset) begin
        if (reset) begin
            state <= IDLE;
            pc <= 6'd0;
            current_instruction <= 16'd0;            
            base_address <= 6'd0;
            load_input <= 1'b0;
            load_weight <= 1'b0;
            valid <= 1'b0;
            store <= 1'b0;
            ext <= 1'b0;
        end else begin
            case (state)
                IDLE: begin
                    if (fetch_ins) begin
                        instruction_memory[dma_address] <= ui_in;
                    end else if (start) begin
                        state <= FETCH;
                    end
                end
                FETCH: begin
                    current_instruction <= instruction_memory[pc];
                    pc <= pc + 6'd1;
                    state <= DECODE;
                end
                DECODE: begin
                    opcode <= current_instruction[15:13];
                    addr_field <= current_instruction[12:7];
                    case (opcode)
                        OP_LOAD_ADDR:  state <= LOAD_ADDR;
                        OP_LOAD_INPUT: state <= LOAD_INPUT;
                        OP_LOAD_WEIGHT:state <= LOAD_WEIGHT;
                        OP_COMPUTE:    state <= COMPUTE;
                        OP_STORE:      state <= STORE_RESULT;
                        OP_EXT:        state <= EXT_OP;
                        default:       state <= FETCH;   
                    endcase
                end
                LOAD_ADDR: begin
                    base_address <= addr_field;
                    state <= FETCH;   
                end
                LOAD_INPUT: begin
                    load_input <= 1'b1;
                    state <= FETCH;   
                end
                LOAD_WEIGHT: begin
                    load_weight <= 1'b1;
                    state <= FETCH;   
                end
                COMPUTE: begin
                    valid <= 1'b1;
                    state <= FETCH;   
                end
                STORE_RESULT: begin
                    store <= 1'b1;
                    state <= FETCH;   
                end
                EXT_OP: begin
                    ext <= 1'b1;
                    state <= IDLE;    
                    pc <= 6'd0;       
                end
                default: begin
                    state <= IDLE;
                end
            endcase
        end
    end
endmodule
==> design/flow/run.sh <==
#!/bin/bash
# OpenROAD 26Q1-2900-gdf79404cd8, Yosys 0.63+post, stock flow scripts
make -C /OpenROAD-flow-scripts/flow DESIGN_CONFIG=/design/flow/config.mk WORK_HOME=/design/flow/orfs finish
==> design/flow/config.mk <==
export PLATFORM = sky130hd
export DESIGN_NAME = control_unit
export DESIGN_NICKNAME = control_unit
export VERILOG_FILES = /design/flow/design.v
export SDC_FILE = /design/flow/constraint.sdc
export NUM_CORES = 4
export LEC_CHECK = 1
export CORE_UTILIZATION = 30
==> design/flow/constraint.sdc <==
current_design control_unit

set clk_period 5.2
set clk_io_pct 0.2

create_clock -name clk0 -period $clk_period [get_ports {clk}]

set non_clock_inputs [all_inputs -no_clocks]
set_input_delay [expr $clk_period * $clk_io_pct] -clock clk0 $non_clock_inputs
set_output_delay [expr $clk_period * $clk_io_pct] -clock clk0 [all_outputs]
==> flow_summary.toml <==
# implementation run metrics
[status]
status = "finished, final reports clean"

[clock_tree]
htreeDepth = 2
cts_buffer_depth = 3
path_clk_slew_ns = 0.06
post_cts_buffers = 0
numCtsBuffers = 58
post_cts_resized = 0
clk_latency_ns = 0.63
cts.hold.buffers_added = 0
tritoncts = "done"
cts_sinks = 620
cts-root-buf = "clkbuf_16"

[synthesis]
ys_chip_area_um2 = 24090
synthTopCellsByArea = "edfxtp_1 (73%), dfrtp_1 (3.5%), a22oi_1 (2.6%)"
ys.flops = 620
ys_async_sr_fraction_pct = 5.645
yosys.area.top_type = "edfxtp_1"
yosys.stat.seqShare_pct = 76.56
yosysWarnings = 2
synth.avg_cell_area_um2 = 16.01
ff_type = "edfxtp_1"
yosysTopAreaCellShare_pct = 72.92
syn_area_um2 = 24090
synth-edff-count = 585
yosys.cell_types.count = 65
synth-cells-yosys = 1505
syn_inst = 1505

[layout]
combGateArea_um2 = 5200
fillers = 7329
drive_gt1_share_pct = 15.02
flop_area_um2 = 18450
syn_to_final_growth_pct = 15.98

[place]
dpl_worst_slack_ns = 1.109
io_buffers = 29
place_hpwl_um = 46380
place_congestion = 1.012

[worst_setup_path]
crit_family = "simple AND/OR/NAND/NOR gates"
path_cells = "buf_4 > nor3b_2 > buf_4 > and2_0 > a22oi_1 > nand4_1 > nand4b_1 > nor4_1 > o221ai_2"
cpPeakStageDelay_ns = 0.83
critPathSlowestCell = "nor4_1"
crit_arrival_ns = 4.67
worst_setup_path_start_kind = "flop"
crit_top_cell = "buf_4"
worstReg2RegEnd = "current_instruction[11]"
required_ns = 5.67
end_kind = "flop"
r2r-start = "pc[5]"
rrSetupSlack_ns = 1.00
ff2ff_path_depth = 9
worst-setup-path-type = "flop to flop"
path_buffers = 2
path_max_fanout = 30

[sta]
setup_slack_ns = 1.002
slew_headroom_pct = 20.21
max_slew.worst_pin.slew_ns = 1.193
fin_crit_ns = 4.198
setup-violations-final = 0
finalCritPeriodShare_pct = 80.73
finClkSkew_ns = 0.03032
hold_violations = 0
rsz0062_at_grt = "no"
tns_ns = 0
fmax_mhz = 238.2
maxSlewViolCount = 0

[worst_hold_path]
hold_class = "flop to flop"
holdPathEnd = "opcode[1]"
worstHoldStart = "current_instruction[14]"
min_path_cells = 0

[global_routing]
grt_max_degree = 65
grt_pass1_vias = 15590
grt_usage_pct = 18.45
grt_pass1_wl_um = 102700
grt_antenna_before_repair = 3
grt_overflow = 0

[routing]
routed_wl_um = 70140
first_pass_iters = 5
drc_errors = 0
drt_iter0_markers = 1225
vias = 14750
vias_per_cell = 5.435
drtAntennaViolNets = 0
routedWlPerCell_um = 25.84
antenna_cells_inserted = 0

[floorplanning]
pin_count = 37
dieWidth_um = 285.4
chipArea_um2 = 81440
rows = 103
die.size.y_um = 285.4
coreArea_um2 = 79260
initCoreUtil_pct = 30.40

[job]
tool_warnings = 35
maxCapViolations = 0

[power_and_ir_drop]
p_leak_nw = 8.765
p_per_area_nw_per_um2 = 436.8
peakVddDrop_uv = 245.8
## synthesized netlist by cell type, types with 21 or more instances
library cell	number
and3_1	21
buf_2	25
a32o_1	28
edfxtp_1	585
a22oi_1	83
nand2_1	48
a221oi_1	22
mux2i_1	25
nand3_1	95
a32oi_1	50
clkbuf_1	48
nand4_1	45
dfrtp_1	34
nor2_1	126
nor3_1	23
## area by class of cell
type	instances	share of cell area [%]
clock buffer	73	5.548
timing repair buffer	141	3.887
inverter	11	0.1478
sequential	620	66.02
multi-input combinational	786	18.61
clock inverter	33	1.088
tap	1050	4.702
## cell families after synthesis
kind of cell	share of synthesized area (%)
and+or+nand+nor	9.785
DFF	76.56
buffers and inverters	1.937
xor gates and xnor gates	0.2181
adders and majority gates	0.2077
muxes	1.506
AOI/OAI and AO/OA	9.790
## layer usage
metal	GRT usage, %	share of wire [%]	wire length, µm
met5	1.802	0.25	177
met4	5.441	3.4	2398
met3	15.49	19	13150
met2	24.89	42	29630
met1	22.21	35	24790
## power by group
group	internal (mW)	switching [mW]	leakage, nW	total [mW]
logic	0.720	1.65	2.17	2.37
registers	5.59	0.105	5.70	5.69
clock network	2.32	1.82	0.896	4.14
total	8.62	3.58	8.77	12.2
## metrics by stage
step	hold WS [ns]	area [µm²]	utilization (%)	std cells	power, mW
3_3_place_gp	0.4366	26090	32.92	2608	8.064
6_report	0.4468	27940	35.25	2714	12.20
4_1_cts	0.4491	27940	35.25	2714	12.20
2_1_floorplan	0.4103	24090	-	1505	7.038
3_5_place_dp	0.4365	26090	32.92	2608	8.077
5_1_grt	0.4621	27940	35.25	2714	12.63
## state kept, by name (all words and copies together) (netlist names)
name	flops
addr_field	6
base_address	6
current_instruction	9
ext	1
instruction_memory	576
load_input	1
load_weight	1
opcode	3
pc	6
state	9
store	1
valid	1
## worst max-delay path by stage
| stage | startpoint | to | slack (ns) | cells after the start |
|---|---|---|---|---|
| global route | pc[5] | current_instruction[12] | 0.81 | 9 |
| CTS | pc[5] | current_instruction[11] | 1.16 | 9 |
| finish | pc[5] | current_instruction[11] | 1.00 | 9 |
## cell usage in the layout (no fill, tap or decap), drive strengths merged, types with 19 or more instances in the layout
cell type,n
dfrtp,34
buf,121
a22oi,83
a21oi,19
nand4,45
a32oi,50
a32o,28
nor2,126
nand3,95
and3,21
mux2i,25
clkdlybuf4s50,20
edfxtp,585
nor3,24
a221oi,22
clkinv,21
nand2,49
clkbuf,73
Power is estimated from default activity; no workload was simulated.
